**constraint.sdc**
```tcl
current_design hvsync_generator

set clk_period 4.2
set clk_io_pct 0.2

create_clock -name clk0 -period $clk_period [get_ports {clk}]

set non_clock_inputs [all_inputs -no_clocks]
set_input_delay [expr $clk_period * $clk_io_pct] -clock clk0 $non_clock_inputs
set_output_delay [expr $clk_period * $clk_io_pct] -clock clk0 [all_outputs]
```
**config.mk**
```make
export PLATFORM = sky130hd
export DESIGN_NAME = hvsync_generator
export DESIGN_NICKNAME = hvsync_generator
export VERILOG_FILES = /design/flow/design.v
export SDC_FILE = /design/flow/constraint.sdc
export NUM_CORES = 4
export LEC_CHECK = 1
export CORE_UTILIZATION = 30
```
**design.v**
```verilog
`timescale 1ns / 1ps
module hvsync_generator(clk, vga_h_sync, vga_v_sync, inDisplayArea, CounterX, CounterY);
input clk;
output vga_h_sync, vga_v_sync;
output reg inDisplayArea;
output [9:0] CounterX;
output [9:0] CounterY;
reg [9:0] CountX;
reg [9:0] CountY;
assign CounterX = PixelX;
assign CounterY = PixelY;
initial begin
	CountX = 0;
	CountY = 0;
end
parameter CountXmaxed = 799;  
parameter CountYmaxed = 524;  
parameter hpulse = 96; 	 
parameter vpulse = 2; 	 
parameter hbp = 144; 	 
parameter hfp = 784; 	 
parameter vbp = 35; 		 
parameter vfp = 515; 	 
always @(posedge clk)
	if(CountX < CountXmaxed)
		CountX <= CountX + 1;
	else 	
	begin
		CountX <= 0;
		if (CountY < CountYmaxed)
			CountY <= CountY + 1;
		else
			CountY <= 0;
	end
assign vga_h_sync = (CountX < hpulse) ? 0:1;
assign vga_v_sync = (CountY < vpulse) ? 0:1;
reg [9:0] PixelX;
reg [9:0] PixelY;
always @(posedge clk)
	if(CountX >= hbp && CountX < hfp && CountY >= vbp && CountY < vfp) begin
		inDisplayArea <= 1;
		PixelX <= CountX - hbp;
		PixelY <= CountY - vbp;
	end
	else begin
		inDisplayArea <= 0;
		PixelX <= 0;
		PixelY <= 0;
	end
endmodule
```
**run.sh**
```bash
#!/bin/bash
# OpenROAD 26Q1-2900-gdf79404cd8, Yosys 0.63+post, stock flow scripts
make -C /OpenROAD-flow-scripts/flow DESIGN_CONFIG=/design/flow/config.mk WORK_HOME=/design/flow/orfs finish
```
==> flow_summary.yaml <==
# physical design summary
setup_path:
  reg2reg_to: "PixelY[7]"
  cp.arrival_ns: 1.84
  critPathKind: "register to output port"
  timing.rr.start: "CountY[0]"
  cp_max_fo: 7
  ff2ff_path_depth: 5
  critPathLaunchType: "register"
  rrSetupSlack_ns: 1.94
  cp-end-kind: "output port"
  required_ns: 3.36
die:
  ios: 24
  fp_util_pct: 31.0
  core-area_sq_um: 5890
  die_area_sq_um: 6390
  die_x_um: 80.0
  num_rows: 28
  die.size.y_um: 80.0
synthesis:
  synth_area_leader_cell: "dfxtp_1"
  edf_count: 10
  yosysCellCount: 183
  avgSynthCellArea_sq_um: 9.96
  syn_area_sq_um: 1820
  ys.flops: 41
  yosys_area_sq_um: 1820
  ff_type: "dfxtp_1"
  ys_top_cells_by_area: "dfxtp_1 34%, edfxtp_1 16%, xnor2_1 6.2%, nor2_1 4.5%, ha_1 4.1%"
  synthTopCellsByCount: "31 x dfxtp_1, 22 x nor2_1, 15 x nor3_1, 13 x xnor2_1, 10 x edfxtp_1"
  ys_seq_share_pct: 50.5
  synth_top_area_share_pct: 34.0
  async_flop_share_pct: 0
  yosysWarnings: 1
  synth.distinct_cells: 40
  syn_inst: 183
  synth_top_cell_by_count: "dfxtp_1"
hold_path:
  min_to: "CountX[0]"
  hold_class: "register to register"
  hold_depth: 1
  min_from: "CountX[0]"
clock_tree:
  cts_buffers: 5
  cts_hold_buf: 0
  clockBufferDepth: 2
  clk_pin_slew_ns: 0.08
  root_buffer: "clkbuf_8"
  post_cts_buffers: 0
  post_cts_resized: 0
  tritoncts: "done"
  cts_num_sinks: 41
  clock_latency_ns: 0.29
  htreeDepth: 2
timing:
  fin_crit_ns: 2.68
  hold_viol: 0
  worstMarginPinSlew_ns: 0.598
  fin_crit_sh_pct: 63.8
  fin_skew_ns: 0.00633
  timing.fmax_mhz: 373
  fin_tns_setup_ns: 0
  setup_viol_count_final: 0
  rsz0062_at_grt: "no"
  whs_ns: 0.472
  slew_headroom_pct: 59.1
  slew_violations: 0
grt:
  grt_pass1_vias: 1230
  grt_util_all_layers_pct: 11.9
  grt_overflow: 0
  grt_start_max_net_pins: 14
  grt_pass1_wl_mm: 5.80
  antenna_found_initial: 0
power_and_ir_drop:
  total_power_mw: 0.684
  ir_drop_mv: 0.143
  powerDensity_nw_per_um2: 309
  leakage_nw: 0.830
routing:
  drcViolationCount: 0
  vias: 1338
  vias_per_cell: 4.80
  wl_per_cell_um: 12.6
  drt-total-wl_mm: 3.51
  drt_first_pass_iters: 4
  drtIter0Drc: 75
  final_antenna_net_count: 0
  num_antenna_cells: 0
placed_design:
  dpl.hpwl_mm: 2.46
  place.gp.congestion: 0.863
  port_buffers: 23
final_layout:
  area_growth_pct: 21.3
  layout.area.seq_sq_um: 921
  logic_area_sq_um: 820
  fillers: 592
  drive_gt1_share_pct: 6.86
job:
  drv_cap: 0
  tool_warnings: 28
status:
  status: "finished clean"
==> kinds of logic after synthesis <==
kind of cell | share of synthesized area, %
and+or+nand+nor | 22.0
DFF | 50.5
xor gates and xnor gates | 10.1
buffers and inverters | 4.53
adders and majority gates | 4.12
AOI/OAI and AO/OA | 8.72
==> cell usage in the layout, fill, tap and decap left out, drive strengths merged, types with 3 or more instances in the layout <==
cell type,Yosys,layout
dfxtp,31,31
clkdlybuf4s50,0,23
nor2,22,22
nor3,16,16
xnor2,13,13
edfxtp,10,10
nand2,9,9
xor2,8,8
a21oi,7,7
clkbuf,5,7
nand3,6,6
ha,6,6
inv,4,4
nor3b,4,4
nand4,4,4
buf,9,4
or3,3,3
nor4,3,3
==> final cells by class <==
class	count	share of cell area (%)
sequential	41	41.6
multi-input combinational	124	37.0
timing repair buffer	27	11.8
clock buffer	7	4.41
tap	75	4.24
inverter	4	0.679
clock inverter	1	0.226
==> report_power, final <==
| group | internal (mW) | switching [mW] | total [mW] |
|---|---|---|---|
| clock | 0.152 | 0.130 | 0.283 |
| combinational | 0 | 0 | 0.000000411 |
| sequential | 0.401 | 0 | 0.401 |
==> routing by layer <==
| layer | share of wire (%) | vias up | global-route usage, % | wire length [um] |
|---|---|---|---|---|
| li1 | - | 678 | - | - |
| met2 | 46 | 40 | 18.8 | 1600 |
| met4 | 1.1 | 0 | 1.43 | 37 |
| met3 | 4.8 | 5 | 2.32 | 167 |
| met1 | 49 | 615 | 17.9 | 1700 |
| met5 | 0 | - | 0 | 0 |
==> flip-flops by register name, summed over array words and instances (netlist names) <==
register and flops:
PixelY 10, inDisplayArea 1, CountX 10, PixelX 10
CountY 10
==> worst max-delay path, cell delays in order (launching register included) <==
cell	delay, ns
edfxtp_1	0.55
nor4_2	0.46
nand3_1	0.13
clkdlybuf4s50_1	0.42
==> worst max path at each step <==
stage             start         end  slack, ns  depth (start not counted)
CTS           CountY[7]  vga_v_sync       1.50                          3
global route  CountY[7]  vga_v_sync       1.43                          3
finish        CountY[7]  vga_v_sync       1.52                          3
==> per-stage QoR <==
step / area, sq um / worst slack, ns / cells / utilization (%)
floorplan: 1820 / 2.22 / 183 / -
global placement: 2110 / 1.81 / 271 / 35.8
detailed placement: 2110 / 1.82 / 271 / 35.8
CTS: 2210 / 1.50 / 279 / 37.6
global route: 2210 / 1.43 / 279 / 37.6
finish: 2210 / 1.52 / 279 / 37.6
