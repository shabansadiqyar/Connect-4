===== design.v =====
`timescale 1ns / 1ps
module finish(encoding, pos, done);
	input [41:0] encoding;
	input [5:0] pos;
	output reg done;
	always @* begin
		if (encoding[pos+1] && encoding[pos+2] && encoding[pos+3] && (pos%7 < 4))
			done <= 1;
		else if (encoding[pos-1] && encoding[pos+1] && encoding[pos+2] && (pos%7 < 5) && (pos%7 > 0))
			done <= 1;
		else if (encoding[pos-2] && encoding[pos-1] && encoding[pos+1] && (pos%7 < 6) && (pos%7 > 1))
			done <= 1;
		else if (encoding[pos-3] && encoding[pos-2] && encoding[pos-1] && (pos%7 > 2))
			done <= 1;
		else if (encoding[pos+7] && encoding[pos+14] && encoding[pos+21] && (pos < 21))
			done <= 1;
		else if (encoding[pos+8] && encoding[pos+16] && encoding[pos+24] && (pos%7 < 4) && (pos < 21))
			done <= 1;
		else if (encoding[pos-8] && encoding[pos+8] && encoding[pos+16] && (pos%7 < 5) && (pos%7 > 0) && (pos < 28) && (pos > 6))
			done <= 1;
		else if (encoding[pos-16] && encoding[pos-8] && encoding[pos+8] && (pos%7 < 6) && (pos%7 > 1) && (pos < 35) && (pos > 13))
			done <= 1;
		else if (encoding[pos-24] && encoding[pos-16] && encoding[pos-8] && (pos%7 > 2) && (pos > 20))
			done <= 1;
		else if (encoding[pos+6] && encoding[pos+12] && encoding[pos+18] && (pos%7 > 2) && (pos < 21))
			done <= 1;
		else if (encoding[pos-6] && encoding[pos+6] && encoding[pos+12] && (pos%7 > 1) && (pos%7 < 6) && (pos < 28) && (pos > 6))
			done <= 1;
		else if (encoding[pos-12] && encoding[pos-6] && encoding[pos+6] && (pos%7 > 0) && (pos%7 < 5) && (pos < 35) && (pos > 13))
			done <= 1;
		else if (encoding[pos-18] && encoding[pos-12] && encoding[pos-6] && (pos%7 < 4) && (pos > 20))
			done <= 1;
		else 
			done <= 0;
	end
endmodule

===== run.sh =====
#!/bin/bash
# OpenROAD 26Q1-2900-gdf79404cd8, Yosys 0.63+post, stock flow scripts
make -C /OpenROAD-flow-scripts/flow DESIGN_CONFIG=/design/flow/config.mk WORK_HOME=/design/flow/orfs finish

===== constraint.sdc =====
current_design finish

set clk_period 6.7
set clk_io_pct 0.2

create_clock -name clk0 -period $clk_period

set non_clock_inputs [all_inputs -no_clocks]
set_input_delay [expr $clk_period * $clk_io_pct] -clock clk0 $non_clock_inputs
set_output_delay [expr $clk_period * $clk_io_pct] -clock clk0 [all_outputs]

===== config.mk =====
export PLATFORM = sky130hd
export DESIGN_NAME = finish
export DESIGN_NICKNAME = finish
export VERILOG_FILES = /design/flow/design.v
export SDC_FILE = /design/flow/constraint.sdc
export NUM_CORES = 4
export LEC_CHECK = 1
export CORE_UTILIZATION = 30

==> ds_physical_params.txt <==
Implementation parameters

Parameter                              Value

Run status
  Status    finished with violations
  Failing checks    setup timing

Final timing
  Maximum clock frequency    138 MHz
  Setup ws final    -0.553 ns
  Final period util    108%
  Post-route worst hold slack    3.73 ns
  Number of pins with negative max-slew slack in the final report    0
  Worst-case headroom to the max-slew limit    54.1%
  Tmin final    7.25 ns
  Setup repair after global routing missed its margin    yes
  Final setup vio count    1
  Hold violation count in the final report    0
  Actual transition at the worst max-transition pin    0.688 ns

Finish
  Count of clock buffers in the final design    0
  Final sequential cell count    0
  Filler cell count    1680
  Area of the multi-input gates    5500 um^2
  Sequential cell area    0 um^2
  Area Growth Syn to Fin    42.6%
  Layout cell share with drive strength beyond 1    41.6%

Drt
  Count of antenna-violating nets left after detailed routing    0
  Detailed router's first-iteration violation count    501
  Post-route DRC    0
  Average wire per cell in the routed design    18.3 um
  Vias per std cell    5.80
  First-pass iteration count of the detailed router    5
  Total wirelength of the detailed-routed design    19400 um
  Count of vias placed by the detailed router    6150
  # diodes    0

Synthesis
  Most area-hungry cell type in the Yosys netlist    sky130_fd_sc_hd__mux4_2
  Yosys synthesis chip area    5420 um^2
  Yosys Instances    651
  Post-Syn Area    5420 um^2
  Distinct lib cells used    85
  Gate count of the mapped netlist    651
  Mean instance size in the synthesized netlist    8.32 um^2
  Part of the Yosys area used for sequential elements    0%
  Leading cell types by count after synthesis    sky130_fd_sc_hd__nand2_1 (70), sky130_fd_sc_hd__mux4_2 (66), sky130_fd_sc_hd__a21oi_1 (50)
  Top cells by area    sky130_fd_sc_hd__mux4_2 (27%), sky130_fd_sc_hd__mux2i_1 (7.8%), sky130_fd_sc_hd__ha_1 (6.7%), sky130_fd_sc_hd__nand2_1 (4.9%), sky130_fd_sc_hd__a21oi_1 (4.6%)
  Synth top area share    27.4%
  Count leader, synth    sky130_fd_sc_hd__nand2_1
  Warning count from the yosys run    1

Worst setup path
  Critical Path Source Type    input port
  Highest fanout seen on the critical path    5
  Worst endpoint required time    5.36 ns
  Endpoint type of the worst setup path    output port
  Worst setup path category    in2out
  Crit path arrival time    5.91 ns

Run
  Number of logged tool warnings    54
  Maximum capacitance violations    0

GRT
  Wire length of the first global-routing pass    32000 um
  Number of antenna violations at the first check in global routing    0
  Maximum number of pins on one net before global-route repair    53
  Remaining global-route overflow    0
  Overall Global Routing Usage    22.5%
  Via count of the first global-routing pass    5932

Min path
  Type of the worst min-delay path    in2out
  Hold path depth    7

Power and ir drop
  Fraction of power consumed by sequential logic    0%
  Internal power of the cells    0.360 mW
  Worst IR drop on VDD    39.3 uV
  Part of the total power dissipated in the clock network    0%
  Switch share    49.8%
  Total net switching power    0.357 mW
  Gate power share    100.0%
  Power density normalized to cell area    92.8 nW/um^2
  Leakage    3.04 nW

Floorplan
  Floorplan die height    136 um
  Starting Density    31.0%
  Total core area    17500 um^2
  Placement row count    48
  Ports    49
  Die width    136 um
  Total Die Area    18600 um^2

Place
  Gp weighted congestion    0.971
  Setup Slack @ Placement    -1.17 ns
  Final HPWL from detailed placement    15600 um
  I/O Buffers    49
-- placed cells by master (no fill, tap or decap), types with 5 or more instances in the layout --
cell and count:
sky130_fd_sc_hd__mux4_2 66, sky130_fd_sc_hd__o21ai_0 36, sky130_fd_sc_hd__a21oi_1 46, sky130_fd_sc_hd__a31oi_1 15, sky130_fd_sc_hd__nor2_1 38, sky130_fd_sc_hd__xnor2_1 14
sky130_fd_sc_hd__clkdlybuf4s50_1 42, sky130_fd_sc_hd__o211ai_1 7, sky130_fd_sc_hd__nor3_1 17, sky130_fd_sc_hd__mux2_2 10, sky130_fd_sc_hd__and3_1 10, sky130_fd_sc_hd__inv_1 9
sky130_fd_sc_hd__ha_4 6, sky130_fd_sc_hd__nand3_1 19, sky130_fd_sc_hd__and2_1 6, sky130_fd_sc_hd__nand4_1 5, sky130_fd_sc_hd__nor2b_1 11, sky130_fd_sc_hd__mux2i_1 42
sky130_fd_sc_hd__a211oi_1 12, sky130_fd_sc_hd__nand2b_1 5, sky130_fd_sc_hd__ha_1 19, sky130_fd_sc_hd__buf_4 183, sky130_fd_sc_hd__nor4_1 6, sky130_fd_sc_hd__nand2_1 67
-- worst max-delay path: stages --
cell	delay [ns]
sky130_fd_sc_hd__buf_8	0.08
sky130_fd_sc_hd__clkinvlp_4	0.18
sky130_fd_sc_hd__ha_4	0.22
sky130_fd_sc_hd__nand2b_4	0.13
sky130_fd_sc_hd__and2_4	0.14
sky130_fd_sc_hd__ha_4	0.24
sky130_fd_sc_hd__nand2b_4	0.15
sky130_fd_sc_hd__nor2_4	0.15
sky130_fd_sc_hd__a31oi_4	0.13
sky130_fd_sc_hd__nor3_2	0.23
sky130_fd_sc_hd__a22o_1	0.16
sky130_fd_sc_hd__nand4_1	0.17
sky130_fd_sc_hd__o31ai_4	0.37
sky130_fd_sc_hd__nor2_4	0.08
sky130_fd_sc_hd__xnor2_4	0.15
sky130_fd_sc_hd__ha_4	0.20
sky130_fd_sc_hd__buf_6	0.11
sky130_fd_sc_hd__and2_4	0.13
sky130_fd_sc_hd__or3_4	0.37
sky130_fd_sc_hd__o31ai_4	0.08
sky130_fd_sc_hd__nand3_2	0.16
sky130_fd_sc_hd__buf_4	0.17
sky130_fd_sc_hd__a2111oi_4	0.34
sky130_fd_sc_hd__a41o_1	0.21
sky130_fd_sc_hd__o221ai_2	0.08
sky130_fd_sc_hd__buf_2	0.14
-- through the flow --
| stage | cell area (um^2) | setup TNS, ns | utilization [%] | std cells | total power, mW |
|---|---|---|---|---|---|
| after floorplan | 5670 | -0.692 | - | 651 | 0.424 |
| after global placement | 7420 | -1.17 | 42.5 | 1047 | 0.679 |
| after detailed placement | 7420 | -1.17 | 42.5 | 1047 | 0.678 |
| after CTS | 7710 | -0.601 | 44.1 | 1061 | 0.708 |
| after global routing | 7720 | -0.774 | 44.2 | 1061 | 0.775 |
| final | 7720 | -0.553 | 44.2 | 1061 | 0.717 |
-- kinds of logic after synthesis --
kind of cell               Yosys count  share of synthesized area (%)
AOI/OAI and AO/OA                  204                           28.0
xor gates and xnor gates            17                           2.75
adders and majority gates           29                           6.70
buffers and inverters               63                           5.25
muxes                              119                           37.5
and+or+nand+nor                    219                           19.8
-- metal layers --
layer | wire length, um | part of all wire, % | up-vias | track usage (%)
met2 | 8600 | 44 | 210 | 34.0
met1 | 9060 | 47 | 2949 | 33.9
met4 | 144 | 0.74 | 0 | 1.42
met3 | 1620 | 8.3 | 10 | 5.81
li1 | - | - | 2981 | -
met5 | 0 | 0 | - | 0
-- power groups by stage --
stage     combinational, mW  sequential [mW]  clock, mW
6_report              0.717                0          0
5_1_grt               0.775                0          0
4_1_cts               0.708                0          0
-- repair_timing --
item                                    CTS  global route
pin swaps                                26             2
gates resized                            43             4
hold buffers                              0             0
endpoints found under the setup margin    1             1
setup buffers                            14             0
-- cell type report --
class / instances / area share [%]
inverter: 13 / 0.680
multi-input combinational: 588 / 71.2
tap: 225 / 3.65
timing repair buffer: 235 / 24.4
-- final timing paths --
kind,from,to
min,pos[0],done
max,pos[1],done
No activity file was given, so power comes from the tool's default toggle rates.
