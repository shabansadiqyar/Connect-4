==> design.v <==
`timescale 1ns / 1ps
module clock(clk, freq, clk_en);
	input clk;
	input [31:0] freq;
	output clk_en;
	reg clk_temp;
	reg [26:0] counter;
	reg [26:0]	cycles;
	assign clk_en = clk_temp;
	initial begin
		counter = 0;
		cycles = (100000000 / freq) - 1;
	end
	always @ (posedge clk) begin
		counter <= counter + 1;
		if (counter == cycles) begin
			clk_temp <= 1;
			counter <= 0;
		end
		else
			clk_temp <= 0;
	end
endmodule
==> run.sh <==
#!/bin/bash
# OpenROAD 26Q1-2900-gdf79404cd8, Yosys 0.63+post, stock flow scripts
make -C /OpenROAD-flow-scripts/flow DESIGN_CONFIG=/design/flow/config.mk WORK_HOME=/design/flow/orfs finish
==> config.mk <==
export PLATFORM = sky130hd
export DESIGN_NAME = clock
export DESIGN_NICKNAME = clock
export VERILOG_FILES = /design/flow/design.v
export SDC_FILE = /design/flow/constraint.sdc
export NUM_CORES = 4
export LEC_CHECK = 1
export CORE_UTILIZATION = 50
==> constraint.sdc <==
current_design clock

set clk_period 209.8
set clk_io_pct 0.2

create_clock -name clk0 -period $clk_period [get_ports {clk}]

set non_clock_inputs [all_inputs -no_clocks]
set_input_delay [expr $clk_period * $clk_io_pct] -clock clk0 $non_clock_inputs
set_output_delay [expr $clk_period * $clk_io_pct] -clock clk0 [all_outputs]
==> flow_metrics.py <==
# Metrics from the implementation run
metrics = {
    "critical_path": {
        "cp.arrival_ns": 122.31,
        "slowest_delay_ns": 1.18,
        "start_kind": "input port",
        "critPathSlowestCell": "a211oi_1",
        "required_ns": 209.94,
        "crit_buf_inv": 21,
        "path_class": "input port to flop",
        "critPathMaxFanout": 45,
        "path_delay_family": "AND-OR/OR-AND gates",
        "worstSetupEndpointType": "flop",
        "worst_path_most_repeated_cell": "ha_1",
    },
    "grt": {
        "grt_max_degree": 46,
        "grt_pass1_wl_mm": 213,
        "grt_pass1_vias": 35044,
        "antenna_found_initial": 5,
        "grt_overflow_total": 0,
        "grt_usage_pct": 41.3,
    },
    "die": {
        "die_w_um": 262,
        "core_util_floorplan_pct": 50.9,
        "die_area_mm2": 0.0685,
        "coreArea_mm2": 0.0663,
        "die_h_um": 262,
        "ios": 34,
        "num_rows": 94,
    },
    "routing": {
        "antenna-diode-count": 0,
        "vias": 39010,
        "wl_met1_mm": 63.0,
        "drtIter0Drc": 3606,
        "vias_per_cell": 6.63,
        "top_layer_used": "met5",
        "dr.pass1.iters": 9,
        "route.met2.wl_mm": 58.4,
        "wl_met3_mm": 14.1,
        "wirelength_mm": 143,
        "drtAntennaViolNets": 0,
        "wire_per_inst_um": 24.3,
        "drc": 0,
    },
    "power": {
        "p_seq_share_pct": 16.0,
        "pwr-share-clk_pct": 6.5,
        "powerDensity_mw_per_mm2": 2.01,
        "p_sw_uw": 38.9,
        "comb_power_share_pct": 77.5,
        "power.share.switching_pct": 54.5,
        "p_leak_uw": 0.0159,
        "ir_drop_uv": 4.70,
        "p_int_uw": 32.4,
    },
    "final_layout": {
        "area_growth_pct": 4.98,
        "fin_cells": 5883,
        "drive_above_1_share_pct": 6.22,
        "fin_util_pct": 53.4,
        "fill_cells": 6775,
    },
    "place": {
        "place_inst": 5879,
        "place.port_buffers": 33,
        "post-dp-hpwl_mm": 116,
        "pre_cts_slack_ns": 90.23,
        "gp_congestion": 1.14,
    },
    "timing": {
        "setup_ws_ns": 87.63,
        "finalSetupTns_ns": 0,
        "fin_skew_ns": 0.00151,
        "setup_viol_count_final": 0,
        "worst-slew-pin-transition_ns": 1.48,
        "fmax_mhz": 8.19,
        "min_period_ns": 122.17,
        "period_used_pct": 58.2,
        "relSlewSlack_pct": 1.04,
        "slew_viol_final": 0,
        "holdWs_ns": 0.532,
        "finalHoldViolCount": 0,
        "rsz0062_at_grt": "false",
    },
    "clock_tree": {
        "cts_tree": "yes",
        "ctsHoldBuffers": 0,
        "postCtsSetupBuffers": 0,
        "cts_buffers": 3,
        "clk_latency_ns": 0.26,
        "htree_levels": 1,
        "cts_resized": 0,
        "root_buffer": "clkbuf_16",
        "clk_pin_slew_ns": 0.06,
        "cts.path.max_buffers": 2,
        "cts_sinks": 28,
    },
    "yosys": {
        "postSynthCellCount": 5038,
        "postSynth.asyncResetShare_pct": 0,
        "edf_count": 0,
        "most_common_cell": "nor2_1",
        "syn_avg_cell_area_um2": 6.70,
        "top_area_share_pct": 18.4,
        "yosysChipArea_mm2": 0.0338,
        "synthesis.area_mm2": 0.0338,
        "yosys_warnings": 1,
        "ys.flop_type": "dfxtp_1",
        "ys_seq_share_pct": 1.66,
        "ys_cells": 5038,
        "synth.area.top_cells": "ha_1 18%, xnor2_1 7.3%, a21oi_1 6.6%",
        "yosysTopAreaCell": "ha_1",
        "synth_cell_type_count": 108,
        "numSynthFlops": 28,
        "ys_top_cells_by_count": "595 x nor2_1, 497 x ha_1, 494 x nand2_1",
    },
    "flow_run": {
        "warnings": 25,
        "max_cap_viol_count": 0,
    },
    "worst_hold_path": {
        "worstHoldPathType": "flop to flop",
    },
    "status": {
        "status": "finished clean",
    },
}
-- logic make-up (layout without fill, tap and decap cells) --
family / after synthesis / in the layout / share of synthesized area, %
multiplexers: 103 / 103 / 3.29
AND/OR/NAND/NOR: 1856 / 1856 / 26.0
buffers and inverters: 340 / 321 / 3.95
XOR/XNOR: 426 / 426 / 11.1
adder cells (fa/ha/maj): 497 / 497 / 18.4
other: 1 / 1 / 0.0111
flip-flops: 28 / 28 / 1.66
AND-OR/OR-AND: 1787 / 1787 / 35.6
-- state kept, by name, indices dropped and copies added, names as in the netlist --
signal / flops
clk_temp: 1
counter: 27
-- worst paths after layout --
kind                            cells after the start  slack, ns                   start                     end
worst min register to register                      2       0.53  counter[25]$_SDFF_PN0_  counter[25]$_SDFF_PN0_
worst max register to register                      9     207.04   counter[1]$_SDFF_PN0_   counter[6]$_SDFF_PN0_
worst max-delay path                              286      87.63                freq[22]   counter[6]$_SDFF_PN0_
worst min-delay path                                2       0.53  counter[25]$_SDFF_PN0_  counter[25]$_SDFF_PN0_
-- power groups by stage --
stage         combinational [uW]  sequential, uW  clock, uW
CTS                         54.2            11.2       4.74
global route                60.3            11.7       5.02
finish                      55.2            11.4       4.64
-- through the flow --
step           total power (uW)  area [um2]
2_1_floorplan              50.5       33800
3_3_place_gp               65.6       35300
3_5_place_dp               65.1       35300
4_1_cts                    70.1       35400
5_1_grt                    77.0       35400
6_report                   71.3       35400
-- cell type report --
cell class | instances | area [um2] | share of cell area, %
multi-input cells | 4670 | 31900 | 90.1
repair buffers | 134 | 1090 | 3.06
well taps | 864 | 1080 | 3.05
inverters | 183 | 687 | 1.94
flip-flops and latches | 28 | 561 | 1.58
clock buffers | 4 | 88.8 | 0.251
-- cell usage in the layout (no fill, tap or decap), types with 16 or more instances in the layout --
cell type          n
buf_4            102
nand3_1          140
nor2b_1           45
o22ai_1           27
mux2i_1           43
a21o_1           179
nor2_1           594
o31ai_1           49
a21boi_0          36
nor3b_1           16
o211ai_1          66
o21a_1           139
nand4_1           70
nand2_1          494
xnor2_1          281
mux2_2            59
and3_1            71
o21ai_0          305
dfxtp_1           28
a2111oi_0         22
a211oi_1          68
o31a_1            17
o21bai_1          50
clkdlybuf4s50_1   32
a21oi_1          443
nand2b_1          72
a31oi_1           79
or3_1             54
inv_1            176
a221oi_1          17
ha_1             497
and2_1            38
nor3_1           130
nor4_1            30
or2_2             31
xor2_1           145
a211o_1           16
a31o_2            30
-- layer usage --
| metal | track usage [%] | vias up |
|---|---|---|
| met1 | 57.8 | 17874 |
| li1 | - | 18942 |
| met4 | 16.7 | 14 |
| met3 | 9.30 | 370 |
| met5 | 0 | - |
| met2 | 61.0 | 1810 |
-- worst reg2reg max path, delay by kind of cell, from the launching register on --
| kind | cells | cell delay (ns) |
|---|---|---|
| AOI/OAI and AO/OA | 4 | 1.00 |
| buffers and inverters | 1 | 0.33 |
| xor gates and xnor gates | 1 | 0.17 |
| DFF | 1 | 0.47 |
| and+or+nand+nor | 3 | 0.65 |
Power and IR drop assume default switching activity.
